`constraint.sdc`:
```
current_design uart_tx

set clk_period 3.9
set clk_io_pct 0.2

create_clock -name clk0 -period $clk_period [get_ports {clk}]

set non_clock_inputs [all_inputs -no_clocks]
set_input_delay [expr $clk_period * $clk_io_pct] -clock clk0 $non_clock_inputs
set_output_delay [expr $clk_period * $clk_io_pct] -clock clk0 [all_outputs]
```
`design.v`:
```
module uart_tx #(
    parameter CLK_FREQ = 100000000,
    parameter BAUD_RATE = 1152000  
)(
    input clk,
    input rst_n,
    input [7:0] data_i,
    input valid_i,
    input test_mode_i, 
    output busy_o,
    output reg tx_o
);
    parameter BIT_PERIOD = CLK_FREQ / BAUD_RATE;
    reg [15:0] clk_cnt;
    reg [3:0] bit_cnt;
    reg [7:0] tx_data;
    reg active;
    reg [3:0] test_ptr;
    reg test_mode_q;
    reg [7:0] test_rom [0:14];
    wire test_start_edge = test_mode_i && !test_mode_q;
    initial begin
        test_rom[0]="H"; test_rom[1]="e"; test_rom[2]="l"; test_rom[3]="l"; test_rom[4]="o";
        test_rom[5]="!"; test_rom[6]=" "; test_rom[7]="R"; test_rom[8]="I"; test_rom[9]="S";
        test_rom[10]="C"; test_rom[11]="-"; test_rom[12]="V"; test_rom[13]="!"; test_rom[14]="\n";
    end
    wire [7:0] final_data  = (test_mode_i) ? test_rom[test_ptr] : data_i;
    wire       final_valid = (test_mode_i) ? (test_ptr < 15 && !active) : (valid_i && !active);
    assign busy_o = active;
    always @(posedge clk or negedge rst_n) begin
        if (!rst_n) begin
            clk_cnt <= 0; bit_cnt <= 0; tx_o <= 1; active <= 0; 
            test_ptr <= 0; test_mode_q <= 0;
        end else begin
            test_mode_q <= test_mode_i;  
            if (test_start_edge) begin
                test_ptr <= 0;
                tx_data <= final_data;
            end
            if (!active) begin
                if (final_valid) begin
                    tx_data <= final_data;
                    active <= 1;
                    clk_cnt <= 0;
                    bit_cnt <= 0;
                    tx_o <= 0;  
                end
            end else begin
                if (clk_cnt < BIT_PERIOD - 1) begin
                    clk_cnt <= clk_cnt + 1;
                end else begin
                    clk_cnt <= 0;
                    if (bit_cnt < 8) begin
                        tx_o <= tx_data[bit_cnt];
                        bit_cnt <= bit_cnt + 1;
                    end else if (bit_cnt == 8) begin
                        tx_o <= 1;  
                        bit_cnt <= bit_cnt + 1;
                    end else begin
                        active <= 0;
                        if (test_mode_i && test_ptr < 15) begin
                            test_ptr <= test_ptr + 1;
                        end
                    end
                end
            end
        end
    end
endmodule
```
`run.sh`:
```
#!/bin/bash
# OpenROAD 26Q1-2900-gdf79404cd8, Yosys 0.63+post, stock flow scripts
make -C /OpenROAD-flow-scripts/flow DESIGN_CONFIG=/design/flow/config.mk WORK_HOME=/design/flow/orfs finish
```
`config.mk`:
```
export PLATFORM = sky130hd
export DESIGN_NAME = uart_tx
export DESIGN_NICKNAME = uart_tx
export VERILOG_FILES = /design/flow/design.v
export SDC_FILE = /design/flow/constraint.sdc
export NUM_CORES = 4
export LEC_CHECK = 1
export CORE_AREA = 10 10 112 112
export DIE_AREA = 0 0 122 122
```
==> impl_metrics.py <==
# Physical implementation metrics
metrics = {
    "status": {
        "outcome": "finished clean",
    },
    "critical_path": {
        "crit_type": "input port to flop",
        "end_kind": "flop",
        "arrival_ns": 2.79,
        "path_cells": "clkdlybuf4s50_1, buf_4, nor2b_1, a21oi_1, o21ai_1, nor2_1, a211oi_1",
        "cp-start-kind": "input port",
        "cp_max_fo": 16,
        "cp_top_family": "AND-OR/OR-AND gates",
        "cpMaxStageDelayCell": "a21oi_1",
        "r2r_setup_slack_ns": 1.45,
        "crit_buf_inv": 2,
        "worstPathRequired_ns": 3.90,
        "cpPeakStageDelay_ns": 0.55,
    },
    "cts": {
        "numCtsBuffers": 5,
        "cts.repair.resized": 0,
        "cts_hold_buf": 0,
        "cts_tree": "built",
        "post_cts_buffers": 0,
        "clk_latency_ns": 0.29,
        "clockBufferDepth": 2,
        "clkTransAtPathRegs_ns": 0.08,
        "clock_sinks": 35,
        "ctsRootBufferMaster": "clkbuf_8",
        "htree_levels": 2,
    },
    "floorplanning": {
        "die_h_um": 122,
        "io_pins": 14,
        "rows": 37,
        "fp_util": 0.198,
        "core-area_um2": 10200,
        "die_x_um": 122,
        "die-area_um2": 14900,
    },
    "detailed_routing": {
        "drtPass1Iterations": 4,
        "ant_nets": 0,
        "diodes": 0,
        "vias_per_cell": 4.19,
        "routed_wl_mm": 4.08,
        "num_vias": 1493,
        "first_iter_violations": 165,
        "route.detailed.drc": 0,
        "wire_per_inst_um": 11.5,
    },
    "layout": {
        "final_cells": 356,
        "area_growth_pct": 18.1,
        "fin_area_um2": 2390,
        "fillers": 1086,
        "drive_gt1_frac": 0.105,
    },
    "global_routing": {
        "grt_pass1_wl_mm": 7.35,
        "grt_pass1_vias": 1509,
        "overflow": 0,
        "antenna_found_initial": 0,
        "grt.total_usage": 0.0588,
        "grt_max_degree": 27,
    },
    "logic_synthesis": {
        "synth_cell_types": 42,
        "syn_inst": 205,
        "yosys_warnings": 1,
        "ys_cells": 205,
        "syn_avg_cell_area_um2": 9.89,
        "syn-cell-area_um2": 2030,
        "ys_ff": 35,
        "ys_seq_frac": 0.452,
        "ys_area_um2": 2030,
    },
    "place": {
        "portBuffers": 13,
        "hpwlAfterDp_mm": 3.11,
        "place_congestion": 0.791,
        "placed_area_um2": 2310,
        "place_inst": 348,
    },
    "power_and_ir_drop": {
        "power_density_nw_per_um2": 492,
        "power_leakage_nw": 1.05,
        "peakVddDrop_mv": 0.185,
    },
    "min_path": {
        "hp-class": "flop to flop",
    },
    "timing": {
        "report.final.slew_viol_count": 0,
        "final.setup.tns_ns": 0,
        "setup_viol": 0,
        "worstMarginPinSlew_ns": 0.870,
        "period_minus_slack_ns": 2.79,
        "finalCritPeriodShare": 0.716,
        "slew_headroom": 0.416,
        "hold_violations": 0,
        "grt_setup_unrepaired": "false",
        "fmax_mhz": 358,
        "fin_worst_skew_ns": 0.00848,
    },
    "job": {
        "warnings": 32,
        "cap_violations": 0,
    },
}
[worst register-to-register path, cell delays in order, from the launching register on]
cell and delay, ns:
dfrtp_1 0.65, nand3_1 0.20, a21oi_1 0.61, o21ai_1 0.44, nor2_1 0.21, a211oi_1 0.07
[cell usage in the layout (no fill, tap or decap), drive strengths merged, types with 5 or more instances in the layout]
cell | Yosys | routed
dfrtp | 26 | 26
inv | 14 | 14
and3 | 11 | 11
nand2b | 5 | 5
a211oi | 5 | 5
nand3 | 11 | 11
nand2 | 13 | 13
a31oi | 6 | 6
ha | 11 | 11
clkbuf | 5 | 6
edfxtp | 8 | 8
mux2i | 10 | 10
clkdlybuf4s50 | 0 | 13
nor2 | 13 | 13
o21ai | 9 | 9
a21oi | 18 | 18
[kinds of logic (layout without fill, tap and decap cells)]
family          count (synthesis)  in the layout  synth area share
buf+inv                        23             38            0.0463
compound gates                 50             50             0.163
flops                          35             35             0.452
mux                            12             12            0.0716
xor+xnor                        1              1           0.00432
fa+ha+maj                      11             11            0.0679
simple gates                   73             73             0.194
[synthesized netlist by cell type (all sizes together)]
library cell	n	share of area
a211o	4	0.017
a211oi	5	0.019
a21boi	1	0.0037
a21o	1	0.0037
a21oi	18	0.044
a31oi	6	0.019
and2	2	0.0074
and3	11	0.034
buf	4	0.011
clkbuf	5	0.0093
dfrtp	26	0.32
dfstp	1	0.013
edfxtp	8	0.12
ha	11	0.068
inv	14	0.026
mux2i	10	0.049
mux4	2	0.022
nand2	13	0.024
nand2b	5	0.015
nand3	11	0.027
nor2	13	0.024
nor2b	3	0.0093
nor3	4	0.012
nor3b	1	0.0037
nor4	4	0.015
nor4b	1	0.0043
o211ai	2	0.0074
o21ai	9	0.026
o21bai	1	0.0037
o2bb2ai	1	0.0074
o31ai	2	0.012
or2	1	0.0043
or2b	1	0.0037
or3	3	0.0093
xor2	1	0.0043
[area by class of cell]
type | instances | area, µm² | area share
Inverter | 14 | 52.6 | 0.0220
Sequential cell | 35 | 917 | 0.383
Clock buffer | 6 | 72.6 | 0.0303
Tap cell | 136 | 170 | 0.0711
Timing Repair Buffer | 16 | 153 | 0.0638
Clock inverter | 2 | 12.5 | 0.00523
Multi-Input combinational cell | 147 | 1020 | 0.424
[registers in the layout, summed over array words and instances, names as in the netlist]
register     flops
tx_o             1
clk_cnt         16
test_ptr         4
tx_data          8
active           1
test_mode_q      1
bit_cnt          4
[routing by layer]
metal	GRT usage	part of all wire	up-vias
met4	0.0119	0.025	0
met3	0.0136	0.052	6
met2	0.0878	0.43	37
li1	-	-	767
met5	0	0	-
met1	0.0856	0.49	683
[worst paths after layout]
| path | startpoint | end | cells after the start |
|---|---|---|---|
| min reg2reg | tx_o | tx_o | 2 |
| max | test_mode_i | tx_data[5] | 7 |
| min | tx_o | tx_o | 2 |
| max in group asynchronous | rst_n | tx_o | 2 |
| max reg2reg | test_ptr[3] | tx_data[5] | 5 |
| min in group asynchronous | rst_n | test_mode_q | 1 |
[per-stage QoR]
step | power (mW) | util | hold WS (ns) | setup WS, ns
finish | 1.18 | 0.234 | 0.479 | 1.11
global route | 1.29 | 0.234 | 0.505 | 0.854
CTS | 1.19 | 0.234 | 0.489 | 1.07
detailed placement | 0.935 | 0.226 | 0.477 | 0.766
global placement | 0.924 | 0.226 | 0.467 | 0.911
floorplan | 0.824 | - | 0.440 | 2.01
[where the power goes]
part           total, mW  internal [mW]  switching (mW)  leakage [nW]
sequential         0.537          0.455          0.0818         0.424
combinational      0.387          0.186           0.200         0.582
clock              0.255          0.125           0.130        0.0412
No activity file was given, so power comes from the tool's default toggle rates.
