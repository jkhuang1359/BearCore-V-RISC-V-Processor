[/design/flow/design.v]
module alu(
    input      [31:0] a,
    input      [31:0] b,
    input      [3:0]  alu_op,
    input       [2:0] funct3,
    input       [6:0] funct7,
    output reg [31:0] result,
    output            zero,
    output            less    
);
    localparam ALU_ADD  = 4'b0000;
    localparam ALU_SUB  = 4'b1000;
    localparam ALU_AND  = 4'b0111;
    localparam ALU_OR   = 4'b0110;
    localparam ALU_XOR  = 4'b0100;
    localparam ALU_SLL  = 4'b0001; 
    localparam ALU_SRL  = 4'b0101; 
    localparam ALU_SRA  = 4'b1101; 
    localparam ALU_SLT  = 4'b0010;  
    localparam ALU_SLTU = 4'b0011;  
    localparam ALU_MUL    = 4'd9;     
    localparam ALU_MULH   = 4'd10;    
    localparam ALU_MULHSU = 4'd11;    
    localparam ALU_MULHU  = 4'd12;    
    localparam ALU_DIV    = 4'd14;    
    localparam ALU_REM    = 4'd15;    
    integer i; 
    wire signed [31:0] s_a = a;
    wire signed [31:0] s_b = b;
    wire signed [63:0] full_mul_ss = $signed(a) * $signed(b);              
    wire [63:0]        full_mul_uu = a * b;                                
    wire signed [63:0] full_mul_su = $signed(a) * $signed({1'b0, b});      
    always @(*) begin
        case (alu_op)
            ALU_ADD:  result = a + b;
            ALU_SUB:  result = a - b;
            ALU_AND:  result = a & b;
            ALU_OR:   result = a | b;
            ALU_XOR:  result = a ^ b;
            ALU_SLL:  result = a << b[4:0];
            ALU_SRL:  result = a >> b[4:0];
            ALU_SRA:  result = s_a >>> b[4:0];  
            ALU_MUL:    result = full_mul_ss[31:0];   
            ALU_MULH:   result = full_mul_ss[63:32];  
            ALU_MULHU:  result = full_mul_uu[63:32];  
            ALU_MULHSU: result = full_mul_su[63:32];  
            ALU_SLT:  result = (s_a < s_b) ? 32'd1 : 32'd0;
            ALU_SLTU: result = (a < b)     ? 32'd1 : 32'd0;
            ALU_DIV:  result = (b == 32'd0) ? 32'hFFFFFFFF : (a / b);
            ALU_REM:  result = (b == 32'd0) ? a : (a % b);
            default: begin
                result = 32'd0;
            end
        endcase
    end
    assign zero = (a == b);
    assign less = (alu_op == 4'b0011) ? (a < b) : ($signed(a) < $signed(b));
endmodule
[/design/flow/run.sh]
#!/bin/bash
# OpenROAD 26Q1-2900-gdf79404cd8, Yosys 0.63+post, stock flow scripts
make -C /OpenROAD-flow-scripts/flow DESIGN_CONFIG=/design/flow/config.mk WORK_HOME=/design/flow/orfs finish
[/design/flow/config.mk]
export PLATFORM = sky130hd
export DESIGN_NAME = alu
export DESIGN_NICKNAME = alu
export VERILOG_FILES = /design/flow/design.v
export SDC_FILE = /design/flow/constraint.sdc
export NUM_CORES = 4
export LEC_CHECK = 1
export CORE_UTILIZATION = 30
[/design/flow/constraint.sdc]
current_design alu

set clk_period 264.7
set clk_io_pct 0.2

create_clock -name clk0 -period $clk_period

set non_clock_inputs [all_inputs -no_clocks]
set_input_delay [expr $clk_period * $clk_io_pct] -clock clk0 $non_clock_inputs
set_output_delay [expr $clk_period * $clk_io_pct] -clock clk0 [all_outputs]
==> CHANGELOG.md <==
### Implementation results

* Outcome: completed
* Number of synthesis warnings at 1
* Gate Count Post-Synth at roughly 13000
* CP Max Fanout at 38
* CP Data Arrival Time at approximately 140000 ps
* Critical path startpoint category: input port
* Switching Fraction at between 60 and 70%
* Fmax at about 5.1 MHz
* Register area at 0 um^2
* Slew headroom at 27.16%
* Post-cts gate resize count at 0
* Seq_cells at 0
* Final-report setup violation count at 0
* Via count at ~99000
* Post-Syn Area at approximately 110000 um^2
* Final Power at a little under 0.005 W
* Die X at roughly 610 um
* Worst hold path type: in -> out
* Setup TNS at 0 ps
* Initial Util at a little under a third
* Most instantiated logic cell after routing: inv_1
* Slew Limit Fails at 0
* Standard-cell row count at approximately 220
* Vias in the first global route at between 100k and 150k
* Largest net degree at the start of global routing at 105
* Avg Cell Area, Syn at about 8.4 um^2
* WS Path Type: in -> out
* Antenna Nets Post-Route at 0
* Worst path most repeated cell: ha_1
* Wire per inst at around 30 um
* Boundary Pins at ~110
* Overflow after GRT at 0
* Non-filler cells, final at 18376
* Share of cells above drive strength 1 at ~5.4%
* Power per cell area at between 30 and 40 nW/um^2
* Core Region at roughly 370000 um^2
* Placed Cells at between 15000 and 20000
* Post-DP HPWL at between 400000 and 500000 um
* Die Ht at approximately 610 um
* CP max stage delay at 860 ps
* Met2 routed WL at roughly 230000 um
* WHS at 107300 ps
* Most numerous logic cells after layout: 2531 x inv_1, 2279 x fa_1, 1278 x ha_1
* Post-CTS Setup Inserts at 0
* Critical Path Sink: result[30]
* Initial DRC count at slightly above 7000
* Area after DPL at ~120000 um^2
* Chip area at 375600 um^2
* Worst IR Drop VDD at 0.1328 mV
* Initial antenna violation count at 54
* Final instance area at 120400 um^2
* Crit. End Element: primary output
* Endpoints failing hold at 0
* Number of cells in Yosys stat at 13359
* Distinct cells, synth at approximately 120
* DR vias/cell at approximately 5.4
* DR WL met3 at 80400 um
* Max-cap violations at 0
* Yosys Chip Area at ~110000 um^2
* Final RePlAce weighted congestion at 1.086
* WL final at approximately 560000 um
* Net Switching at approximately 0.0030 W
* Synth-to-layout area growth at 7.586%
* Min cycle time layout at between 150000 and 200000 ps
* CP startpoint: b[29]
* Layout clock buffers at 0
* Final period util at 73.87%
* Worst Tran Pin Value at 1081 ps
* Int Pwr at ~0.0018 W
* Unrepaired setup endpoints after global routing: false
* Hold buffers post-CTS at 0
* Crit path DRT at around 210000 ps
* # DRC at 0
* Number of OpenROAD warnings at 118
* Pre-antenna DRT Iters at 7
* Sequential-to-total area share from yosys stat at 0%
* DR top layer: met5
* Gr usage total at a little under a third
* Leak pwr at about 60 nW
* Critical path's slowest cell: nor4_4
* Worst Hold Path Cells at 5
* PortBufs at roughly 100
* First-pass GRT wire length at 784800 um
* Metal-1 WL at around 200000 um
-- stage by stage --
stage,utilization (%),worst slack [ps]
floorplan,-,89830
global placement,32.49,71320
detailed placement,32.49,71470
CTS,32.49,71180
global route,32.50,65100
finish,32.53,69180
-- metal layers --
metal | up-vias | track usage (%)
met5 | - | 1.072
met4 | 66 | 16.83
met3 | 1144 | 17.65
met2 | 4966 | 44.12
met1 | 48881 | 38.23
li1 | 43621 | -
-- worst min-delay path by stage --
stage,startpoint,to,slack [ps]
after CTS,a[13],result[13],107240
after global routing,a[13],result[13],107270
final,a[13],result[13],107300
-- cells by family after synthesis --
logic type,synth area share [%]
muxes,1.639
and+or+nand+nor,13.92
xor gates and xnor gates,4.123
buffers and inverters,10.34
AOI/OAI and AO/OA,14.92
adders and majority gates,55.06
-- cell usage after synthesis (42+ instances only) --
library cell / instances / area share (%)
inv_1: 2550 / 8.6
fa_1: 2280 / 41
ha_1: 1278 / 14
nand2_1: 1242 / 4.2
nor2_1: 1232 / 4.1
a21oi_1: 660 / 3.0
o21ai_0: 520 / 2.3
clkbuf_1: 344 / 1.2
xnor2_1: 314 / 2.5
a21o_1: 225 / 1.5
xor2_1: 213 / 1.7
nand3_1: 192 / 0.86
nor3_1: 187 / 0.84
o21a_1: 128 / 0.86
buf_1: 112 / 0.38
mux2i_1: 112 / 1.0
o211ai_1: 105 / 0.70
a211oi_1: 97 / 0.65
nand4_1: 95 / 0.53
a31oi_1: 88 / 0.49
nand2b_1: 86 / 0.48
o21bai_1: 79 / 0.53
or3_1: 78 / 0.44
nor2b_1: 74 / 0.41
and2_1: 59 / 0.33
nor4_1: 50 / 0.28
mux2_2: 48 / 0.48
or2_2: 48 / 0.27
a22oi_1: 44 / 0.30
o31ai_1: 42 / 0.28
-- final cells by class --
cell class / count / area, um^2
Fill cell: 39277 / 249800
Antenna cell: 51 / 127.6
Inverter: 2571 / 9663
Timing Repair Buffer: 511 / 3956
Tap cell: 4950 / 6193
Multi-Input combinational cell: 10293 / 100500
-- critical path: cells and delay by family --
family                   cells  cell delay (ps)
AND-OR/OR-AND              149            44640
AND/OR/NAND/NOR             75            23060
adder cells (fa/ha/maj)     31            10760
multiplexers                 7             2710
buffers and inverters       29             8090
Power is estimated from default activity; no workload was simulated.
