==> flow/design.v <==
module reg_file(
    input clk,
    input rst_n,
    input [4:0] raddr1, output [31:0] rdata1,
    input [4:0] raddr2, output [31:0] rdata2,
    input wen, input [4:0] waddr, input [31:0] wdata
);
    reg [31:0] regs [0:31];
    integer i;
    initial begin
        for (i=0; i<32; i=i+1) regs[i] = 0;
        regs[2] = 32'h00008000; 
    end
    assign rdata1 = (raddr1 == 0) ? 32'b0 : 
                    (wen && (waddr == raddr1)) ? wdata : regs[raddr1];
    assign rdata2 = (raddr2 == 0) ? 32'b0 : 
                    (wen && (waddr == raddr2)) ? wdata : regs[raddr2];
    always @(posedge clk or negedge rst_n) begin
        if (!rst_n) begin
            for (i=0; i<32; i=i+1) begin
                if (i == 2) regs[i] <= 32'h00008000;  
                else regs[i] <= 32'h0;
            end
        end else if (wen && waddr != 0) begin
            regs[waddr] <= wdata;
        end
    end
endmodule
==> flow/run.sh <==
#!/bin/bash
# OpenROAD 26Q1-2900-gdf79404cd8, Yosys 0.63+post, stock flow scripts
make -C /OpenROAD-flow-scripts/flow DESIGN_CONFIG=/design/flow/config.mk WORK_HOME=/design/flow/orfs finish
==> flow/config.mk <==
export PLATFORM = sky130hd
export DESIGN_NAME = reg_file
export DESIGN_NICKNAME = reg_file
export VERILOG_FILES = /design/flow/design.v
export SDC_FILE = /design/flow/constraint.sdc
export NUM_CORES = 4
export LEC_CHECK = 1
export CORE_UTILIZATION = 30
==> flow/constraint.sdc <==
current_design reg_file

set clk_period 16.6
set clk_io_pct 0.2

create_clock -name clk0 -period $clk_period [get_ports {clk}]

set non_clock_inputs [all_inputs -no_clocks]
set_input_delay [expr $clk_period * $clk_io_pct] -clock clk0 $non_clock_inputs
set_output_delay [expr $clk_period * $clk_io_pct] -clock clk0 [all_outputs]
==> run_summary.xml <==
<?xml version="1.0" encoding="UTF-8"?>
<metrics>
  <group name="placement">
    <metric name="port-buffer-count" unit="">113</metric>
    <metric name="dp_hpwl" unit="um">178000</metric>
    <metric name="placed_cell_area" unit="sq um">56000</metric>
    <metric name="finalWeightedCongestion" unit="">1.08</metric>
    <metric name="numPlacedInstances" unit="">6649</metric>
  </group>
  <group name="synth">
    <metric name="yosys_warnings" unit="">2</metric>
    <metric name="ys_seq_share" unit="">0.481</metric>
    <metric name="netlist_area" unit="sq um">51600</metric>
    <metric name="syn-mean-instance-area" unit="sq um">11.4</metric>
    <metric name="synth-edff-count" unit="">0</metric>
    <metric name="post_synth_and_or_nand_nor_area_fraction" unit="">0.120</metric>
    <metric name="yosys_most_used_dff" unit="">sky130_fd_sc_hd__dfrtp_1</metric>
    <metric name="logic_family" unit="">multiplexers</metric>
    <metric name="synth_chip_area" unit="sq um">51600</metric>
    <metric name="asyncSetResetFlopFracSynth" unit="">1.00</metric>
    <metric name="synth.cellmix.compoundShare" unit="">0.140</metric>
    <metric name="yosys.area_share.xor_xnor" unit="">0.00153</metric>
    <metric name="top_cells_by_area" unit="">sky130_fd_sc_hd__dfrtp_1 48%, sky130_fd_sc_hd__mux2_2 21%, sky130_fd_sc_hd__a22oi_1 8.3%, sky130_fd_sc_hd__and3_1 4.6%, sky130_fd_sc_hd__clkbuf_1 2.1%</metric>
    <metric name="post_synth_inst_count" unit="">4536</metric>
    <metric name="adder_share" unit="">0</metric>
    <metric name="synthDominantCellAreaShare" unit="">0.481</metric>
    <metric name="synth_top_cell_by_area" unit="">sky130_fd_sc_hd__dfrtp_1</metric>
    <metric name="ys.flops" unit="">992</metric>
    <metric name="yosys-stat-cells" unit="">4536</metric>
    <metric name="synth.lib_cells_used.distinct" unit="">71</metric>
    <metric name="mux_area_frac" unit="">0.219</metric>
  </group>
  <group name="routing">
    <metric name="via_count" unit="">47200</metric>
    <metric name="detailedRoute.firstPassIterationCount" unit="">19</metric>
    <metric name="detail_route.iter0.violations" unit="">6358</metric>
    <metric name="final_antenna_net_count" unit="">0</metric>
    <metric name="drt-vias-per-instance" unit="">6.85</metric>
    <metric name="post_dr_wirelength_cell" unit="um">42.1</metric>
    <metric name="finalWirelength" unit="um">290000</metric>
    <metric name="drc_errors" unit="">0</metric>
  </group>
  <group name="worst_setup_path">
    <metric name="crit_path_start" unit="">raddr2[4]</metric>
    <metric name="worst_path_dominant_cell_family" unit="">simple AND/OR/NAND/NOR gates</metric>
    <metric name="timing.critical_path.mode_cell" unit="">sky130_fd_sc_hd__buf_4</metric>
    <metric name="startpoint_type" unit="">input pin</metric>
    <metric name="crit_path_max_cell_delay" unit="ns">0.91</metric>
    <metric name="worstPathRequired" unit="ns">13.28</metric>
    <metric name="worst_path_max_delay_cell" unit="">sky130_fd_sc_hd__nor4_1</metric>
    <metric name="ff2ff_setup_slack" unit="ns">15.67</metric>
    <metric name="path_class" unit="">in2out</metric>
    <metric name="reg2reg_from" unit="">regs[3][15]</metric>
    <metric name="worstPathBufferInverterCount" unit="">5</metric>
    <metric name="path_cells" unit="">buf_2 &gt; buf_4 &gt; nand2b_1 &gt; nor2_4 &gt; buf_4 &gt; a2111oi_0 &gt; nand4_1 &gt; nor4_1 &gt; buf_4 &gt; o21ai_1 &gt; clkdlybuf4s50_1</metric>
    <metric name="setup.worst_path.end_class" unit="">primary output</metric>
    <metric name="worst-path-max-fanout" unit="">27</metric>
    <metric name="cp_data_arrival_time" unit="ns">8.10</metric>
  </group>
  <group name="cells_and_area">
    <metric name="largest_register" unit="">regs</metric>
    <metric name="cell_count_final_fillers_out" unit="">6887</metric>
    <metric name="share_of_layout_cells_above_drive_strength_1" unit="">0.336</metric>
    <metric name="largest_register_ffs" unit="">992</metric>
    <metric name="post-route-cell-area" unit="sq um">59800</metric>
    <metric name="largest_registers" unit="">regs x992</metric>
    <metric name="n_fill_cell" unit="">16500</metric>
    <metric name="final_util" unit="">0.352</metric>
    <metric name="layout-area-overhead-vs-synth" unit="%">16.0</metric>
  </group>
  <group name="floorplan">
    <metric name="fp-row-count" unit="">151</metric>
    <metric name="die.size.x" unit="um">417</metric>
    <metric name="pin_count" unit="">114</metric>
    <metric name="die_h" unit="um">417</metric>
    <metric name="die-area" unit="sq um">174000</metric>
    <metric name="core_area" unit="sq um">170000</metric>
    <metric name="fp-utilization" unit="">0.303</metric>
  </group>
  <group name="global_route">
    <metric name="grt_overflow_total" unit="">0</metric>
    <metric name="grt_pass1_vias" unit="">45700</metric>
    <metric name="grt_max_degree" unit="">128</metric>
    <metric name="antenna_violations_before_repair" unit="">31</metric>
    <metric name="grt_pass1_wl" unit="um">393000</metric>
    <metric name="gr-usage-all-layers" unit="">0.340</metric>
  </group>
  <group name="power">
    <metric name="netSwitchingPower" unit="mW">2.10</metric>
    <metric name="post-layout-total-power" unit="mW">6.96</metric>
    <metric name="power_per_cell_area" unit="nW/um^2">116</metric>
    <metric name="power.switching_fraction" unit="">0.301</metric>
    <metric name="clkPwrFrac" unit="">0.365</metric>
    <metric name="power.share.combinational" unit="">0.152</metric>
    <metric name="p_leak" unit="nW">26.5</metric>
    <metric name="internal_power" unit="mW">4.87</metric>
    <metric name="share_seq_of_total_power" unit="">0.483</metric>
    <metric name="peakVddDrop" unit="V">0.000102</metric>
  </group>
  <group name="flow_run">
    <metric name="cap_viol_max_count" unit="">0</metric>
    <metric name="stage_log_warnings" unit="">31</metric>
  </group>
  <group name="clock_tree">
    <metric name="htreeDepth" unit="">3</metric>
    <metric name="holdBufCountCts" unit="">0</metric>
    <metric name="cts_max_path_buffers" unit="">3</metric>
    <metric name="cts_num_sinks" unit="">992</metric>
    <metric name="cts_tree" unit="">done</metric>
    <metric name="cts.repair_timing.setup_buffer_count" unit="">0</metric>
    <metric name="cts.repair.resized" unit="">0</metric>
    <metric name="cts_buf_count" unit="">106</metric>
    <metric name="root_buffer" unit="">sky130_fd_sc_hd__clkbuf_16</metric>
    <metric name="clk_pin_slew_worst_paths" unit="ns">0.06</metric>
    <metric name="clock.latency.late_pin" unit="ns">0.76</metric>
  </group>
  <group name="status">
    <metric name="status" unit="">finished, final reports clean</metric>
  </group>
  <group name="final_timing">
    <metric name="report.final.hold_viol_count" unit="">0</metric>
    <metric name="final_min_period_over_clock_period" unit="">0.688</metric>
    <metric name="timing.setup.tns" unit="ns">0</metric>
    <metric name="final_period_minus_worst_setup_slack" unit="ns">11.42</metric>
    <metric name="slew_headroom" unit="">0.239</metric>
    <metric name="fin_skew" unit="ns">0</metric>
    <metric name="max_freq" unit="GHz">0.0876</metric>
    <metric name="setup_violations" unit="">0</metric>
    <metric name="slew_viol_final" unit="">0</metric>
    <metric name="timing_worst_slew_pin_value" unit="ns">1.13</metric>
    <metric name="rsz0062_at_grt" unit="">no</metric>
  </group>
  <group name="worst_hold_path">
    <metric name="hold_path.class" unit="">reg2reg</metric>
    <metric name="min_from" unit="">regs[25][26]</metric>
  </group>
</metrics>
==> path summary, 6_finish.rpt <==
path	to	depth (start not counted)
max reg2reg	regs[3][15]	1
min reg2reg	regs[25][26]	1
min in group asynchronous	regs[10][6]	1
min	regs[25][26]	1
max	rdata2[29]	11
max in group asynchronous	regs[2][27]	6
==> cell families after synthesis <==
| group | after synthesis |
|---|---|
| and+or+nand+nor | 1098 |
| muxes | 1006 |
| DFF | 992 |
| AOI/OAI and AO/OA | 958 |
| buffers and inverters | 473 |
| xor gates and xnor gates | 9 |
==> layer usage <==
layer  track usage  part of all wire  up-vias
li1              -                 -    17500
met1         0.403              0.35    23600
met2         0.452              0.40     4402
met3         0.217              0.17     1540
met4         0.220             0.089       26
met5        0.0189            0.0011        -
==> power groups by stage <==
| stage | Combinational, mW | Clock [mW] | Sequential [mW] |
|---|---|---|---|
| after CTS | 1.03 | 2.56 | 3.33 |
| after global routing | 1.11 | 2.64 | 3.40 |
| final | 1.06 | 2.55 | 3.36 |
==> Yosys cell counts (all sizes together), types with 13 or more instances <==
| master | count |
|---|---|
| o21ai | 71 |
| nand4 | 120 |
| and3 | 382 |
| a2111oi | 122 |
| o31ai | 34 |
| a21oi | 40 |
| nor2 | 130 |
| mux2 | 995 |
| nor4 | 62 |
| a221oi | 33 |
| a22o | 15 |
| nand4b | 13 |
| nand2 | 176 |
| buf | 174 |
| nand3 | 106 |
| a211oi | 13 |
| nor3 | 20 |
| clkbuf | 290 |
| a22oi | 572 |
| dfrtp | 991 |
| nor3b | 15 |
==> final cells by class <==
| type | count | area (sq um) | area share |
|---|---|---|---|
| Inverter | 9 | 33.8 | 0.000565 |
| Tap cell | 2218 | 2780 | 0.0464 |
| Multi-Input combinational cell | 3071 | 25500 | 0.426 |
| Clock inverter | 45 | 577 | 0.00965 |
| Clock buffer | 153 | 3080 | 0.0515 |
| Timing Repair Buffer | 359 | 2950 | 0.0493 |
| Antenna cell | 40 | 100 | 0.00167 |
| Sequential cell | 992 | 24800 | 0.415 |
==> cells in the final DEF (no fill, tap or decap), types with 34 or more instances in the layout <==
cell	synthesis	final
sky130_fd_sc_hd__buf_4	8	245
sky130_fd_sc_hd__clkbuf_16	0	108
sky130_fd_sc_hd__a2111oi_0	112	112
sky130_fd_sc_hd__mux2_2	984	984
sky130_fd_sc_hd__and3_1	382	380
sky130_fd_sc_hd__o31ai_1	34	34
sky130_fd_sc_hd__o21ai_0	43	43
sky130_fd_sc_hd__nand3_1	106	102
sky130_fd_sc_hd__dfrtp_1	991	991
sky130_fd_sc_hd__nor4_1	61	61
sky130_fd_sc_hd__nor2_1	112	53
sky130_fd_sc_hd__nand4_1	120	120
sky130_fd_sc_hd__nor2_4	1	72
sky130_fd_sc_hd__a21oi_1	40	40
sky130_fd_sc_hd__a22oi_1	572	572
sky130_fd_sc_hd__diode_2	0	40
sky130_fd_sc_hd__clkdlybuf4s50_1	0	102
sky130_fd_sc_hd__nand2_1	176	164
==> metrics by stage <==
stage | hold slack [ns] | setup slack [ns]
2_1_floorplan | 0.479 | 8.40
3_3_place_gp | 0.496 | 5.49
3_5_place_dp | 0.505 | 5.44
4_1_cts | 0.519 | 5.44
5_1_grt | 0.537 | 5.25
6_report | 0.519 | 5.18
No activity file was given, so power comes from the tool's default toggle rates.
